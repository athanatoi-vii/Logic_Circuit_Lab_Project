File: design/flow/config.mk
export PLATFORM = sky130hd
export DESIGN_NAME = Control_Unit
export DESIGN_NICKNAME = Control_Unit
export VERILOG_FILES = /design/flow/design.v
export SDC_FILE = /design/flow/constraint.sdc
export NUM_CORES = 4
export LEC_CHECK = 1
export CORE_AREA = 10 10 82 82
export DIE_AREA = 0 0 92 92
File: design/flow/design.v
module ALU_Decoder
(
    input wire [4:0] Funct,
    input wire ALUOp,
    output reg [1:0] ALUControl,
    output reg [1:0] FlagW,
    output reg NoWrite
);
    always @(posedge ALUOp)
    begin
        NoWrite = 0;
        ALUControl = 2'b00;
        FlagW = 2'b00;
        case (Funct)
            5'b00000:
            begin
                ALUControl = 2'b00;
                FlagW = 2'b00;
                NoWrite = 0;
            end
            5'b00001:
            begin
                ALUControl = 2'b01;
                FlagW = 2'b00;
                NoWrite = 1;
            end
            5'b00010:
            begin
                ALUControl = 2'b10;
                FlagW = 2'b00;
                NoWrite = 0;
            end
            5'b00100:
            begin
                ALUControl = 2'b00;
                FlagW = 2'b01;
                NoWrite = 1;
            end
            5'b01000:
            begin
                ALUControl = 2'b00;
                FlagW = 2'b10;
                NoWrite = 0;
            end
            5'b10000:
            begin
                ALUControl = 2'b11;
                FlagW = 2'b11;
                NoWrite = 1;
            end
            default:
            begin
                ALUControl = 2'bxx;
                FlagW = 2'bxx;
                NoWrite = 1'bx;
            end
        endcase
    end
endmodule
module Main_Decoder
(
    input wire [5:0] Funct,
    input wire [1:0] Op,
    output reg [1:0] ImmSrc,
    output reg [1:0] RegSrc,
    output reg Branch,
    output reg ALUOp,
    output reg RegW,
    output reg MemW,
    output reg MemtoReg,
    output reg ALUSrc
);
    always @(*)
    begin
        Branch = 0;
        ALUOp = 0;
        RegW = 0;
        MemW = 0;
        MemtoReg = 0;
        ALUSrc = 0;
        ImmSrc = 2'b00;
        RegSrc = 2'b00;
        case (Op)
            2'b00:
            begin
                RegW = 1;
                MemtoReg = 1;
                ALUSrc = 1;
                ImmSrc = 2'b01;
                ALUOp = 0;
            end
            2'b01:
            begin
                MemW = 1;
                ALUSrc = 1;
                ImmSrc = 2'b01;
                RegSrc = 2'b10;
                ALUOp = 0;
            end
            2'b10:
            begin
                Branch = 1;
                ALUSrc = 0;
                ImmSrc = 2'b10;
                RegSrc = 2'b01;
                ALUOp = 0;
            end
            2'b11:
            begin
                RegW = 1;
                MemtoReg = 0;
                ALUSrc = 0;
                ImmSrc = 2'b00;
                ALUOp = 1;
            end
        endcase
    end
endmodule
module PC_Logic
(
    input wire [3:0] Rd,
    input wire Branch,
    input wire RegW,
    output reg PCS
);
    reg [3:0] Line = 4'b0000;
    always @(*)
    begin
        if (RegW)
            Line = 4'b0000;
        else if (Branch)
        begin
            PCS = Rd[Line];
            Line = Line + 1;
        end
    end
endmodule
module Decoder
(
    input wire [5:0] Funct,
    input wire [3:0] Rd,
    input wire [1:0] Op,
    output wire [1:0] ImmSrc,
    output wire [1:0] RegSrc,
    output wire [1:0] ALUControl,
    output wire [1:0] FlagW,
    output wire PCS,
    output wire RegW,
    output wire MemW,
    output wire MemtoReg,
    output wire ALUSrc,
    output wire NoWrite
);
    wire Branch, ALUOp;
    Main_Decoder M_D
    (
        .Op(Op),
        .Funct(Funct),
        .Branch(Branch),
        .ALUOp(ALUOp),
        .RegW(RegW),
        .MemW(MemW),
        .MemtoReg(MemtoReg),
        .ALUSrc(ALUSrc),
        .ImmSrc(ImmSrc),
        .RegSrc(RegSrc)
    );
    PC_Logic P_L
    (
        .Rd(Rd),
        .Branch(Branch),
        .RegW(RegW),
        .PCS(PCS)
    );
    ALU_Decoder A_D
    (
        .Funct(Funct [4:0]),
        .ALUOp(ALUOp),
        .NoWrite(NoWrite),
        .ALUControl(ALUControl),
        .FlagW(FlagW)
    );
endmodule
module Clk_Flags
(
    input wire [1:0] ALU_Flags,
    input wire Clk,
    input wire Flag_Write,
    output reg [1:0] Flags
);
    always @(posedge Clk)
    begin
        if (Flag_Write)
            Flags <= ALU_Flags;
    end
endmodule
module Conditional_Check
(
    input wire [3:0] Cond,
    input wire [1:0] Flags1,
    input wire [1:0] Flags2,
    output reg CondEx
);
    always @(*)
    begin
        case (Cond)
            4'b0000: CondEx = 1'b1;
            4'b0001: CondEx = 1'b0;
            4'b0010: CondEx = Flags1;
            4'b0011: CondEx = Flags2;
            4'b0100: CondEx = ~Flags1;
            4'b0101: CondEx = ~Flags1;
            4'b0110: CondEx = Flags1 & Flags2;
            4'b0111: CondEx = Flags1 | Flags2;
            4'b1000: CondEx = Flags1 ^ Flags2;
            4'b1001: CondEx = ~(Flags1 ^ Flags2);
            4'b1010: CondEx = ~(Flags1 & Flags2);
            4'b1011: CondEx = ~(Flags1 | Flags2);
            4'b1100: CondEx = Flags1 & ~Flags2;
            4'b1101: CondEx = ~Flags1 & Flags2;
            default: CondEx = 1'b0;
        endcase
    end
endmodule
module Conditional_Logic
(
    input wire [3:0] Cond,
    input wire [3:0] ALU_Flags,
    input wire [1:0] FlagW,
    input wire Clk,
    input wire PCS,
    input wire RegW,
    input wire MemW,
    input wire NoWrite,
    output wire PCSrc,
    output wire RegWrite,
    output wire MemWrite
);
    wire [1:0] Flags1, Flags2, Flag_Write;
    wire CondEx;
    function And;
        input bit1;
        input bit2;
        begin
            And = bit1 & bit2;
        end
    endfunction
    function And_Midel_Not;
        input bit1;
        input bit2;
        input bit3;
        begin
            And_Midel_Not = bit1 & ~bit2 & bit3;
        end
    endfunction
    function [1:0] Tow_And_One;
        input [1:0] bit1;
        input bit2;
        begin
            Tow_And_One = bit1 & {2{bit2}};
        end
    endfunction
    assign PCSrc = And(PCS, CondEx);
    assign RegWrite = And_Midel_Not(RegW, NoWrite, CondEx);
    assign MemWrite = And(MemW, CondEx);
    assign Flag_Write = Tow_And_One(FlagW, CondEx);
    Clk_Flags C_F_1
    (
        .ALU_Flags(ALU_Flags [3:2]),
        .Clk(Clk),
        .Flag_Write(Flag_Write [1]),
        .Flags(Flags1)
    );
    Clk_Flags C_F_2
    (
        .ALU_Flags(ALU_Flags [1:0]),
        .Clk(Clk),
        .Flag_Write(Flag_Write [0]),
        .Flags(Flags2)
    );
    Conditional_Check C_C
    (
        .Flags1(Flags1),
        .Flags2(Flags2),
        .Cond(Cond),
        .CondEx(CondEx)
    );
endmodule
module Control_Unit
(
    input wire [5:0] Funct,
    input wire [3:0] Cond,
    input wire [3:0] ALU_Flags,
    input wire [3:0] Rd,
    input wire [1:0] Op,
    input wire Clk,
    output wire [1:0] ImmSrc,
    output wire [1:0] RegSrc,
    output wire [1:0] ALUControl,
    output wire PCSrc,
    output wire RegWrite,
    output wire MemWrite,
    output wire MemtoReg,
    output wire ALUSrc
);
    wire [1:0] FlagW;
    wire PCS, RegW, MemW, NoWrite;
    Decoder D
    (
        .Op(Op),
        .Funct(Funct),
        .Rd(Rd),
        .FlagW(FlagW),
        .PCS(PCS),
        .RegW(RegW),
        .MemW(MemW),
        .NoWrite(NoWrite),
        .MemtoReg(MemtoReg),
        .ALUSrc(ALUSrc),
        .ImmSrc(ImmSrc),
        .RegSrc(RegSrc),
        .ALUControl(ALUControl)
    );
    Conditional_Logic C_L
    (
        .Clk(Clk),
        .Cond(Cond),
        .ALU_Flags(ALU_Flags),
        .FlagW(FlagW),
        .PCS(PCS),
        .RegW(RegW),
        .MemW(MemW),
        .NoWrite(NoWrite),
        .PCSrc(PCSrc),
        .RegWrite(RegWrite),
        .MemWrite(MemWrite)
    );
endmodule
File: design/flow/run.sh
#!/bin/bash
# OpenROAD 26Q1-2900-gdf79404cd8, Yosys 0.63+post, stock flow scripts
make -C /OpenROAD-flow-scripts/flow DESIGN_CONFIG=/design/flow/config.mk WORK_HOME=/design/flow/orfs finish
File: design/flow/constraint.sdc
current_design Control_Unit

set clk_period 1.9
set clk_io_pct 0.2

create_clock -name clk0 -period $clk_period [get_ports {Clk}]

set non_clock_inputs [all_inputs -no_clocks]
set_input_delay [expr $clk_period * $clk_io_pct] -clock clk0 $non_clock_inputs
set_output_delay [expr $clk_period * $clk_io_pct] -clock clk0 [all_outputs]
==> impl_metrics.xml <==
<?xml version="1.0" encoding="UTF-8"?>
<metrics>
  <group name="worst_setup_path">
    <metric name="worst-r2r-cell-count" unit="">7</metric>
    <metric name="endpoint" unit="">RegWrite</metric>
    <metric name="reg2reg_setup_slack" unit="ns">0.02</metric>
    <metric name="worstSetupPathType" unit="">flop to output pin</metric>
    <metric name="r2r_start" unit="">C_L.C_F_1.Flags[0]$_DFFE_PP_</metric>
    <metric name="critical_path_required" unit="ns">1.52</metric>
    <metric name="timing.critical_path.arrival" unit="ns">1.82</metric>
    <metric name="path_max_fanout" unit="">3</metric>
    <metric name="regToRegEndpoint" unit="">C_L.C_F_1.Flags[0]$_DFFE_PP_</metric>
    <metric name="crit_path_start" unit="">C_L.C_F_1.Flags[0]$_DFFE_PP_</metric>
    <metric name="critical_path.endpoint_type" unit="">output pin</metric>
    <metric name="worstSetupStartpointType" unit="">flop</metric>
  </group>
  <group name="layout">
    <metric name="post_route_cells_drive_above_1_share" unit="">0.360</metric>
    <metric name="layout-area-overhead-vs-synth" unit="%">86.5</metric>
    <metric name="layout.filler_cells" unit="">571</metric>
    <metric name="layoutNonFillerInstCount" unit="">181</metric>
    <metric name="final_area" unit="um2">1210</metric>
    <metric name="finalCoreUtilization" unit="">0.239</metric>
    <metric name="logic_area" unit="um2">474</metric>
    <metric name="ff_latch_area" unit="um2">205</metric>
  </group>
  <group name="global_routing">
    <metric name="grt_residual_overflow" unit="">0</metric>
    <metric name="first_pass_grt_wire_length" unit="mm">2.95</metric>
    <metric name="number_of_antenna_violations_at_the_first_check_in_global_routing" unit="">0</metric>
    <metric name="grt_max_degree" unit="">7</metric>
    <metric name="grt.total_usage" unit="">0.0416</metric>
    <metric name="first_global_vias" unit="">666</metric>
  </group>
  <group name="clocking">
    <metric name="path_clk_slew" unit="ns">0.03</metric>
    <metric name="clockBufferDepth" unit="">2</metric>
    <metric name="clock_tree.root_cell" unit="">sky130_fd_sc_hd__clkbuf_8</metric>
    <metric name="clock_insertion_delay_at_the_later_pin_of_the_skew_report" unit="ns">0.21</metric>
    <metric name="tritoncts" unit="">built</metric>
    <metric name="cts_made_buffers" unit="">3</metric>
    <metric name="cts_hold_buffers" unit="">0</metric>
    <metric name="cts_max_level" unit="">1</metric>
  </group>
  <group name="final_timing">
    <metric name="hold_violation_total_from_the_final_report" unit="">0</metric>
    <metric name="fmax" unit="MHz">455</metric>
    <metric name="setup_total_negative_slack" unit="ns">-0.860</metric>
    <metric name="unclocked_pins" unit="">8</metric>
    <metric name="finalWorstSetupSlack" unit="ns">-0.296</metric>
    <metric name="final_period_minus_worst_setup_slack" unit="ns">2.20</metric>
    <metric name="tightestPinTransition" unit="ns">0.431</metric>
    <metric name="min_period_over_period" unit="">1.16</metric>
    <metric name="untimed_endpoints" unit="">10</metric>
    <metric name="relSlewSlack" unit="">0.705</metric>
    <metric name="setup_violations" unit="">3</metric>
    <metric name="rsz0062_at_grt" unit="">yes</metric>
    <metric name="slew_viol_final" unit="">0</metric>
    <metric name="timing.clock.skew" unit="ns">0.000666</metric>
  </group>
  <group name="detailed_routing">
    <metric name="vias_per_cell" unit="">3.37</metric>
    <metric name="number_of_diodes" unit="">0</metric>
    <metric name="route.antenna.remaining_nets" unit="">0</metric>
    <metric name="num_vias" unit="">610</metric>
    <metric name="drtIter0Drc" unit="">26</metric>
    <metric name="detail_route.wirelength" unit="mm">1.78</metric>
    <metric name="wl_per_cell" unit="um">9.85</metric>
    <metric name="detail_route.drc_violations" unit="">0</metric>
    <metric name="detail_route.first_pass.iterations" unit="">4</metric>
  </group>
  <group name="placement">
    <metric name="hpwlAfterDp" unit="mm">1.52</metric>
    <metric name="place.detailed.instances" unit="">176</metric>
    <metric name="placement.io_buffers" unit="">28</metric>
    <metric name="globalplace.congestion" unit="">0.773</metric>
    <metric name="placed_cell_area" unit="um2">1120</metric>
  </group>
  <group name="synthesis">
    <metric name="post_synth_inst_count" unit="">65</metric>
    <metric name="synth_stat.cells" unit="">65</metric>
    <metric name="edf_count" unit="">2</metric>
    <metric name="synthesis.yosys.warnings" unit="">10</metric>
    <metric name="synth-area-yosys" unit="um2">651</metric>
    <metric name="synth-async-reset-ratio" unit="">0</metric>
    <metric name="syn_avg_cell_area" unit="um2">10.0</metric>
    <metric name="ys_seq_elements" unit="">10</metric>
    <metric name="netlist_area" unit="um2">651</metric>
    <metric name="post_synth_num_cell_types" unit="">29</metric>
    <metric name="ys_dominant_reg_cell" unit="">sky130_fd_sc_hd__dfxtp_1</metric>
  </group>
  <group name="outcome">
    <metric name="outcome" unit="">finished with violations</metric>
    <metric name="failed_checks" unit="">setup timing</metric>
  </group>
  <group name="pwr">
    <metric name="power_density" unit="nW/um2">320</metric>
    <metric name="irDropWorstVdd" unit="mV">0.149</metric>
    <metric name="power.static_leakage" unit="uW">0.000520</metric>
  </group>
  <group name="floorplan">
    <metric name="die_x" unit="um">92</metric>
    <metric name="boundaryPins" unit="">32</metric>
    <metric name="die_height" unit="um">92</metric>
    <metric name="area_of_the_placeable_core" unit="um2">5070</metric>
    <metric name="dieArea" unit="um2">8460</metric>
    <metric name="std_cell_rows" unit="">26</metric>
    <metric name="floorplan.initialDensity" unit="">0.128</metric>
  </group>
  <group name="worst_hold_path">
    <metric name="worst_hold_path.num_cells" unit="">1</metric>
    <metric name="hold_path.class" unit="">primary input to flop</metric>
  </group>
  <group name="flow_run">
    <metric name="max-cap-violations" unit="">0</metric>
    <metric name="tool_warnings" unit="">38</metric>
  </group>
</metrics>
## sequential cells by signal (all words and copies together), names as in the netlist
name              flops
D.P_L.PCS             1
C_L.C_F_2.Flags       1
D.A_D.NoWrite         1
D.A_D.ALUControl      2
C_L.C_F_1.Flags       1
D.P_L.Line            2
D.A_D.FlagW           2
## cell usage after synthesis, types with 2 or more instances
| master | n | area (um2) |
|---|---|---|
| sky130_fd_sc_hd__o21ai_0 | 2 | 10.0 |
| sky130_fd_sc_hd__dfxtp_1 | 5 | 100 |
| sky130_fd_sc_hd__ha_1 | 10 | 125 |
| sky130_fd_sc_hd__edfxtp_1 | 2 | 60.1 |
| sky130_fd_sc_hd__xnor2_1 | 3 | 26.3 |
| sky130_fd_sc_hd__mux2i_1 | 2 | 20.0 |
| sky130_fd_sc_hd__nor3b_1 | 5 | 37.5 |
| sky130_fd_sc_hd__buf_4 | 2 | 15.0 |
| sky130_fd_sc_hd__inv_1 | 6 | 22.5 |
| sky130_fd_sc_hd__dlxtn_1 | 2 | 30.0 |
| sky130_fd_sc_hd__nor4_1 | 4 | 25.0 |
| sky130_fd_sc_hd__nor2b_1 | 2 | 12.5 |
| sky130_fd_sc_hd__nor2_1 | 3 | 11.3 |
| sky130_fd_sc_hd__a21oi_1 | 2 | 10.0 |
## logic make-up after synthesis
group	share of synthesized area
and+or+nand+nor	0.206
xor gates and xnor gates	0.0539
adders and majority gates	0.208
AOI/OAI and AO/OA	0.0942
latches	0.0692
muxes	0.0654
DFF	0.246
buffers and inverters	0.0577
## how the worst min path moves through the flow
stage                                  end  slack (ns)          from
CTS           C_L.C_F_2.Flags[0]$_DFFE_PP_        0.72  ALU_Flags[0]
global route  C_L.C_F_2.Flags[0]$_DFFE_PP_        0.73  ALU_Flags[0]
finish        C_L.C_F_2.Flags[0]$_DFFE_PP_        0.73  ALU_Flags[0]
## layout by cell type, fill, tap and decap left out, drive strengths merged, types with 2 or more instances in the layout
cell / synthesis / routed
buf: 2 / 22
nor4: 4 / 4
dlxtn: 2 / 2
mux2i: 2 / 2
o21ai: 2 / 2
nor2: 3 / 3
ha: 10 / 10
dfxtp: 5 / 5
nor2b: 3 / 3
dlygate4sd2: 0 / 5
clkdlybuf4s50: 0 / 17
a21oi: 3 / 3
xnor2: 3 / 3
nor3b: 5 / 5
inv: 6 / 6
edfxtp: 2 / 2
clkbuf: 0 / 3
## cell type report
class,count,area share
multi-input cells,47,0.391
repair buffers,45,0.315
flip-flops and latches,10,0.169
well taps,70,0.0722
clock buffers,3,0.0340
inverters,6,0.0186
## critical path: stages (launching register included)
cell and delay, ns:
sky130_fd_sc_hd__edfxtp_1 0.42, sky130_fd_sc_hd__buf_6 0.15, sky130_fd_sc_hd__or3b_1 0.35, sky130_fd_sc_hd__a21oi_2 0.16, sky130_fd_sc_hd__a2bb2oi_2 0.20, sky130_fd_sc_hd__buf_4 0.16, sky130_fd_sc_hd__nor4_4 0.04, sky130_fd_sc_hd__buf_2 0.12
## through the flow
step / power (uW) / hold WS [ns] / setup slack (ns)
5_1_grt: 411 / 0.735 / -0.374
6_report: 388 / 0.726 / -0.296
3_5_place_dp: 208 / 0.945 / -0.819
2_1_floorplan: 108 / 0.479 / 0.242
4_1_cts: 396 / 0.725 / -0.299
3_3_place_gp: 208 / 0.942 / -0.832
## timing repair
item / 4_1_cts / 5_1_grt
setup buffers: 3 / 0
cloned: 0 / 0
hold endpoints to repair: 0 / 0
endpoints found under the setup margin: 11 / 7
gates resized: 35 / 2
pin swaps: 9 / 5
## metal layers
metal  part of all wire  wire, um  vias to the layer above  global-route usage
li1                   -         -                      320                   -
met1               0.45       800                      265              0.0528
met2               0.49       867                       20              0.0724
met3              0.039        69                        5             0.00577
met4              0.026        46                        0              0.0103
met5                  0         0                        -                   0
## power by group
part / switching (uW) / total (uW) / internal, uW
Clock: 36.6 / 171 / 134
Sequential: 1.36 / 61.4 / 60.1
Combinational: 58.6 / 156 / 97.3
Total: 96.6 / 388 / 292
Power figures rest on the tool's default switching activity, not on a simulated workload.
